===== flow/config.mk =====
export PLATFORM = sky130hd
export DESIGN_NAME = alu
export DESIGN_NICKNAME = alu
export VERILOG_FILES = /design/flow/design.v
export SDC_FILE = /design/flow/constraint.sdc
export NUM_CORES = 4
export LEC_CHECK = 1
export CORE_AREA = 10 10 107 107
export DIE_AREA = 0 0 117 117

===== flow/constraint.sdc =====
current_design alu

set clk_period 5.6
set clk_io_pct 0.2

create_clock -name clk0 -period $clk_period

set non_clock_inputs [all_inputs -no_clocks]
set_input_delay [expr $clk_period * $clk_io_pct] -clock clk0 $non_clock_inputs
set_output_delay [expr $clk_period * $clk_io_pct] -clock clk0 [all_outputs]

===== flow/run.sh =====
#!/bin/bash
# OpenROAD 26Q1-2900-gdf79404cd8, Yosys 0.63+post, stock flow scripts
make -C /OpenROAD-flow-scripts/flow DESIGN_CONFIG=/design/flow/config.mk WORK_HOME=/design/flow/orfs finish

===== flow/design.v =====
module alu #(parameter n =8) (
input logic clk,
input logic [n-1:0] a, b,  
input logic [2:0] func,  
output logic [3:0] flags,  
output logic signed [n-1:0] result  
);
logic[n-1:0] ar,b1;  
logic[3:0] mulOut;
multiplier mul(.clk(clk),.a(a[3:0]),.b(b[3:0]),.out(mulOut));
always_comb
begin
      if(func==3'b011)
	    b1 = ~b + 1'b1;  
       else b1 = b;
		ar = a+b1;  
end  
always_comb
begin
	flags = 3'b0;
	result = a;  
	case(func)
		3'b000 : result = a;
		3'b001 : result = b;
		3'b010 : begin
			result = ar;  
			flags[3] = a[7] & b[7] & ~result[7] | ~a[7] & ~b[7] & result[7];  
			flags[0] = a[7] & b[7] | a[7] & ~result[7] | b[7] & ~result[7];  
		end
		3'b011 : begin
			result = ar;  
			flags[3] = a[7] & ~b[7] & ~result[7] | ~a[7] & b[7] & result[7];  
			flags[0] = ~a[7] & b[7] | ~a[7] & result[7] | b[7] & result[7];
		end
		3'b100 : result = a & b;
		3'b101 : result  = a | b;
		3'b110 : result = a ^ b;
		3'b111 : result = mulOut;
endcase
flags[1] = result == {n{1'b0}};  
flags[2] = result[n-1];  
end  
endmodule  
module multiplier ( input logic clk,
input logic signed  [7:0] a, b, 
output logic signed [7:0] out);
	logic signed [15:0] mult_out;
	assign mult_out = a * b;
        assign out = mult_out[7:0];  
endmodule

==> run_summary.xml <==
<?xml version="1.0" encoding="UTF-8"?>
<metrics>
  <group name="hold_path">
    <metric name="hold_start" unit="">a[7]</metric>
    <metric name="min-delay-path-class" unit="">input port to primary output</metric>
    <metric name="hold-path-endpoint" unit="">flags[1]</metric>
    <metric name="hold-path-cell-count" unit="">5</metric>
  </group>
  <group name="final_timing">
    <metric name="maxClockFrequency" unit="GHz">0.1857</metric>
    <metric name="grt_setup_unrepaired" unit="">false</metric>
    <metric name="final_min_period_over_clock_period" unit="%">96.16</metric>
    <metric name="transition_at_the_pin_with_the_smallest_max_transition_slack" unit="ns">0.4688</metric>
    <metric name="fin_crit" unit="ns">5.385</metric>
    <metric name="totalNegativeSetupSlack" unit="ns">0</metric>
    <metric name="final_critical_path_setup_slack" unit="ns">0.2150</metric>
    <metric name="maxSlewHeadroom" unit="%">68.51</metric>
    <metric name="maxSlewViolCount" unit="">0</metric>
    <metric name="hold_viol_final" unit="">0</metric>
    <metric name="final-setup-viol-count" unit="">0</metric>
  </group>
  <group name="floorplanning">
    <metric name="ios" unit="">32</metric>
    <metric name="std_cell_rows" unit="">35</metric>
    <metric name="floorplanUtilization" unit="%">15.89</metric>
    <metric name="fp.dieW" unit="um">117</metric>
    <metric name="core_area" unit="um^2">9196</metric>
    <metric name="chip_area" unit="um^2">13690</metric>
    <metric name="floorplan.die.height" unit="um">117</metric>
  </group>
  <group name="drt">
    <metric name="dr.first_iter.drc_count" unit="">126</metric>
    <metric name="drt_pre_antenna_iters" unit="">4</metric>
    <metric name="via_per_inst" unit="">4.377</metric>
    <metric name="routed_wl" unit="um">4267</metric>
    <metric name="vias" unit="">1497</metric>
    <metric name="antenna_cells" unit="">0</metric>
    <metric name="wl_per_cell" unit="um">12.48</metric>
    <metric name="ant_nets" unit="">0</metric>
    <metric name="drcViolationCount" unit="">0</metric>
  </group>
  <group name="final_layout">
    <metric name="clock_buffers" unit="">0</metric>
    <metric name="final_util" unit="%">21.54</metric>
    <metric name="synthToLayoutAreaGrowth" unit="%">35.53</metric>
    <metric name="layout.cells.most_common_list" unit="">30 x ha_1, 30 x clkdlybuf4s50_1, 22 x inv_1, 15 x buf_4, 14 x nor2_1</metric>
    <metric name="final-seq-area" unit="um^2">0</metric>
    <metric name="logic_area" unit="um^2">1330</metric>
    <metric name="flop-count" unit="">0</metric>
    <metric name="fillerInstances" unit="">1024</metric>
    <metric name="finish.cell_count_without_fillers" unit="">342</metric>
    <metric name="fraction_of_final_layout_cells_sized_beyond_drive_strength_1" unit="%">11.69</metric>
  </group>
  <group name="critical_path">
    <metric name="critPathArrivalTime" unit="ns">4.26</metric>
    <metric name="timing.critical_path.slowest_cell_delay" unit="ns">0.50</metric>
    <metric name="endpoint_kind" unit="">primary output</metric>
    <metric name="cp.required" unit="ns">4.48</metric>
    <metric name="cp_cell_sequence" unit="">clkdlybuf4s50_1, inv_1, ha_1, mux2_2, ha_1, a211oi_1, o211ai_1, a21oi_1, xnor2_2, mux2i_1, o22ai_1, clkdlybuf4s50_1</metric>
    <metric name="crit_start" unit="">b[0]</metric>
    <metric name="cpMaxStageDelayCell" unit="">clkdlybuf4s50_1</metric>
    <metric name="timing_worst_setup_path_type" unit="">input port to primary output</metric>
    <metric name="worstPathMaxFanout" unit="">5</metric>
    <metric name="critical_path.startpoint_type" unit="">input port</metric>
  </group>
  <group name="placement">
    <metric name="buffer_ports.inserted" unit="">31</metric>
    <metric name="globalplace.congestion" unit="">0.9241</metric>
    <metric name="post-dp-hpwl" unit="um">3666</metric>
    <metric name="detailedPlace.worstSlack" unit="ns">0.05814</metric>
    <metric name="post-place-cells" unit="">342</metric>
  </group>
  <group name="synth">
    <metric name="post_synthesis_area_per_instance" unit="um^2">7.572</metric>
    <metric name="yosysWarningCount" unit="">4</metric>
    <metric name="ys_types" unit="">47</metric>
    <metric name="synth.yosys.num_cells" unit="">193</metric>
    <metric name="mappedNetlistArea" unit="um^2">1461</metric>
    <metric name="synth_instances" unit="">193</metric>
    <metric name="synth_sequential_area_ratio" unit="%">0</metric>
    <metric name="yosysChipArea" unit="um^2">1461</metric>
  </group>
  <group name="pwr">
    <metric name="power.net_switching" unit="mW">0.08504</metric>
    <metric name="p_clk_share" unit="%">0</metric>
    <metric name="vdd_ir_drop_max" unit="mV">0.02040</metric>
    <metric name="power.internal" unit="mW">0.09620</metric>
    <metric name="power_switching_share" unit="%">46.92</metric>
    <metric name="cellLeakagePower" unit="nW">0.8632</metric>
    <metric name="seq_power_share" unit="%">0</metric>
    <metric name="power.density" unit="nW/um^2">91.51</metric>
    <metric name="share_comb_of_total_power" unit="%">100.0</metric>
  </group>
  <group name="clock_network">
    <metric name="post_cts_hold_buffer_count" unit="">0</metric>
  </group>
  <group name="grt">
    <metric name="global_route_wire_length_before_repair" unit="um">7051</metric>
    <metric name="largest_net_degree_at_the_start_of_global_routing" unit="">30</metric>
    <metric name="globalRoute.totalOverflow" unit="">0</metric>
    <metric name="grt_pass1_vias" unit="">1437</metric>
    <metric name="initial_antenna_violation_count" unit="">0</metric>
    <metric name="gr-usage-all-layers" unit="%">6.217</metric>
  </group>
  <group name="status">
    <metric name="run_status" unit="">finished, final reports clean</metric>
  </group>
  <group name="flow_run">
    <metric name="max-cap-violations" unit="">0</metric>
    <metric name="number_of_logged_tool_warnings" unit="">44</metric>
  </group>
</metrics>
-- final cells by class --
cell class / instances / share of cell area (%)
Multi-Input combinational cell: 162 / 67.15
Timing Repair Buffer: 46 / 21.48
Tap cell: 111 / 7.012
Inverter: 23 / 4.359
-- cell usage after synthesis, types with 3 or more instances --
master / instances / share of area [%]
ha_1: 30 / 26
inv_1: 22 / 5.7
nor2_1: 14 / 3.6
nand2_1: 13 / 3.3
xnor2_1: 12 / 7.2
a21oi_1: 9 / 3.1
o21ai_0: 7 / 2.4
a31oi_1: 6 / 2.6
mux2i_1: 6 / 4.1
nand2b_1: 6 / 2.6
nor3_1: 4 / 1.4
a2bb2oi_1: 3 / 1.8
a32oi_1: 3 / 1.8
buf_2: 3 / 1.0
buf_4: 3 / 1.5
nand4_1: 3 / 1.3
nor2b_1: 3 / 1.3
nor3b_1: 3 / 1.5
o211ai_1: 3 / 1.5
xor2_1: 3 / 1.8
-- how the worst max path moves through the flow --
stage	to	cells after the start	slack [ns]
final	flags[3]	12	0.22
after global routing	flags[0]	12	0.04
after CTS	flags[1]	13	0.05
-- routing by layer --
layer  track usage [%]  vias up  wire length [um]  part of all wire [%]
met3            0.6708        4               195                   4.6
met2             10.91       26              2081                    49
met1             8.297      683              1940                    45
li1                  -      784                 -                     -
met5                 0        -                 0                     0
met4            0.5766        0                50                   1.2
-- repair_timing --
| item | CTS | global route |
|---|---|---|
| buffers inserted | 0 | 0 |
| hold endpoints to repair | 0 | 0 |
| resized | 0 | 5 |
| endpoints found under the setup margin | 0 | 2 |
-- critical path: cells and delay by family --
family | cells | cell delay (ns)
muxes | 2 | 0.43
AOI/OAI and AO/OA | 4 | 0.88
buffers and inverters | 3 | 1.06
xor gates and xnor gates | 1 | 0.21
adders and majority gates | 2 | 0.57
-- power groups by stage --
stage | Sequential (mW) | Combinational, mW | Clock (mW)
6_report | 0 | 0.181 | 0
5_1_grt | 0 | 0.203 | 0
4_1_cts | 0 | 0.181 | 0
-- stage by stage --
| step | area [um^2] | power [mW] | hold WS, ns |
|---|---|---|---|
| 2_1_floorplan | 1461 | 0.1066 | 2.358 |
| 3_3_place_gp | 1963 | 0.1781 | 3.487 |
| 3_5_place_dp | 1963 | 0.1800 | 3.478 |
| 4_1_cts | 1963 | 0.1812 | 3.484 |
| 5_1_grt | 1981 | 0.2029 | 3.417 |
| 6_report | 1981 | 0.1812 | 3.322 |
-- kinds of logic (layout without fill, tap and decap cells) --
family                   after synthesis  after routing  share of synthesized area, %
AND-OR/OR-AND                         51             51                         24.14
multiplexers                           9              9                         7.962
buffers and inverters                 31             69                         10.02
XOR/XNOR                              16             16                         10.10
adder cells (fa/ha/maj)               31             31                         27.05
AND/OR/NAND/NOR                       55             55                         20.72
Power is estimated from default activity; no workload was simulated.
