$ cat design/flow/design.v
module registers #(parameter n = 8)  
(input logic clk, w, reset,  
 input logic [n-1:0] Wdata, 
 input logic [9:0] switches,
 input logic [4:0] Raddr1, Raddr2,
 output logic [n-1:0] Rdata1, Rdata2);
	logic [n-1:0] gpr [31:0];
	always_ff @ (posedge clk)
	begin
	gpr[1] <= switches[7:0];      
	gpr[2] <= switches [8];         
	if(reset) 
			for(int i =3; i<32;i++)
				gpr[i] <= 0;                   
		else if (w)
            gpr[Raddr1] <= Wdata;
	end
	always_comb
	begin
	   if (Raddr1==5'd0)
	         Rdata1 =  {n{1'b0}};
        else  Rdata1 = gpr[Raddr1];
        if (Raddr2==5'd0)
	        Rdata2 =  {n{1'b0}};
	  else  Rdata2 = gpr[Raddr2];
	end	
endmodule  
$ cat design/flow/run.sh
#!/bin/bash
# OpenROAD 26Q1-2900-gdf79404cd8, Yosys 0.63+post, stock flow scripts
make -C /OpenROAD-flow-scripts/flow DESIGN_CONFIG=/design/flow/config.mk WORK_HOME=/design/flow/orfs finish
$ cat design/flow/config.mk
export PLATFORM = sky130hd
export DESIGN_NAME = registers
export DESIGN_NICKNAME = registers
export VERILOG_FILES = /design/flow/design.v
export SDC_FILE = /design/flow/constraint.sdc
export NUM_CORES = 4
export LEC_CHECK = 1
export CORE_UTILIZATION = 30
$ cat design/flow/constraint.sdc
current_design registers

set clk_period 6.5
set clk_io_pct 0.2

create_clock -name clk0 -period $clk_period [get_ports {clk}]

set non_clock_inputs [all_inputs -no_clocks]
set_input_delay [expr $clk_period * $clk_io_pct] -clock clk0 $non_clock_inputs
set_output_delay [expr $clk_period * $clk_io_pct] -clock clk0 [all_outputs]
==> reports/metrics.yaml <==
outcome:
  outcome: "complete, no violations"
grt:
  grt_max_degree: 60
  grt_pass1_vias: 8681
  overflow: 0
  grt_usage: 0.181
  grt_pass1_wl_mm: 58.5
  antenna_found_initial: 0
worst_setup_path:
  cp_data_arrival_time_ps: 4240
  cp.required_ps: 5200
  critPathMaxFanout: 16
  criticalPathCategory: "in2out"
  cp-start-kind: "input pin"
  crit_path_end_kind: "output port"
synthesis:
  yosys-stat-area_mm2: 0.0139
  async_reset_ff_frac: 0
  area_leaders: "edfxtp_1 52%, mux4_2 16%, and2_1 11%, mux2_1 2.4%, dfxtp_1 2.3%"
  synth-main-ff-cell: "edfxtp_1"
  synth_stat.cells: 937
  syn_inst: 937
  yosys-top-cells-count: "240 x edfxtp_1, 239 x and2_1, 101 x mux4_2"
  most_common_cell: "edfxtp_1"
  ys_seq_frac: 0.542
  synth_warnings: 1
  synth_area_mm2: 0.0139
  synth.avg_cell_area_um2: 14.8
  ys_types: 42
  yosys.area.top_type_share: 0.519
  synth-edff-count: 240
  ys_ff: 256
  synth_area_leader_cell: "edfxtp_1"
run:
  max-cap-violations: 0
  warnings: 26
cts:
  cts_setup_buffers: 0
  htree_levels: 1
  cts-root-buf: "clkbuf_16"
  postCtsResizedCells: 0
  cts.sinks: 256
  cts_tree: "built"
  postCtsHoldBufs: 0
  clk_path_buf_depth: 3
  clk_pin_slew_worst_paths_ps: 60
  cts_buffers: 28
layout:
  drive_above_1_share: 0.202
  area_growth_pct: 13.7
  largest_register: "gpr"
  nFillCells: 4327
  largest_reg_flops: 256
  reg_top3: "gpr: 256 flops"
sta:
  period_used_share: 0.853
  setup_viol: 0
  drv_slew: 0
  max_freq_mhz: 180
  slew_headroom: 0.346
  final.min_clock_period_ps: 5540
  hold_viol_final: 0
  rsz0062_at_grt: "false"
  worst_pin_slew_ps: 973
  tns_ps: 0
detailed_routing:
  drc: 0
  drt-vias-per-instance: 5.24
  drt_wl_total_mm: 39.6
  drt_first_iter_violations: 603
  ant_nets: 0
  dr.pass1.iters: 4
  wl_per_cell_um: 25.0
  antenna-diode-count: 0
  vias: 8300
floorplanning:
  ios: 47
  fp.coreArea_mm2: 0.0455
  fp.dieW_um: 217
  fp_util: 0.305
  dieArea_mm2: 0.0472
  num_rows: 78
  die_y_um: 217
pwr:
  power_density_mw_per_mm2: 254
  power_mw: 4.01
  ir_worst_vdd_mv: 0.187
  p_leak_nw: 5.31
min_path:
  hold_class: "in2reg"
place:
  gp_congestion: 0.949
  hpwlAfterDp_mm: 26.8
  portBuffers: 45
==> final timing paths <==
path                         from        end  slack [ps]  cells past startpoint
worst max-delay path    Raddr1[4]  Rdata1[6]         960                      6
worst min-delay path  switches[3]  gpr[1][3]        1350                      2
==> cell families after synthesis <==
group,Yosys count,synth area share
AOI/OAI and AO/OA,86,0.0466
buffers and inverters,76,0.0312
DFF,256,0.542
muxes,167,0.227
and+or+nand+nor,352,0.153
==> power breakdown <==
group,switching (mW),total [mW],internal [mW],leakage (nW)
Sequential,0.0386,1.92,1.88,2.41
Clock,0.645,1.60,0.957,0.466
Combinational,0.267,0.482,0.215,2.43
Total,0.950,4.01,3.06,5.31
==> worst max-delay path, stage by stage <==
cell	delay, ps
clkdlybuf4s50_1	730
nor3_1	920
a22o_1	300
a221oi_2	40
a31oi_1	400
clkdlybuf4s50_1	540
==> metrics by stage <==
step | utilization | cell area [µm²] | setup slack [ps] | cells | hold WS (ps)
floorplan | - | 13900 | 2610 | 937 | 1400
global placement | 0.327 | 14900 | 1040 | 1533 | 1900
detailed placement | 0.327 | 14900 | 1030 | 1533 | 1900
CTS | 0.347 | 15800 | 1010 | 1585 | 1340
global route | 0.347 | 15800 | 748 | 1585 | 1370
finish | 0.347 | 15800 | 957 | 1585 | 1350
==> layout make-up <==
class	instances	area (µm²)	area share
flip-flops and latches	256	7530	0.477
multi-input cells	605	5930	0.375
clock buffers	39	823	0.0521
well taps	600	751	0.0476
repair buffers	72	646	0.0409
clock inverters	13	114	0.00721
==> placed cells by master, fill, tap and decap left out, drive strengths merged, types with 2 or more instances in the layout <==
cell           synthesis  layout
or2                   32      32
edfxtp               240     240
nor3b                  3       3
clkdlybuf4s50          0      40
nor2b                 12      12
o21a                   6       6
mux4                 112     112
and2                 239     239
or4                    2       2
a221oi                14      14
a31oi                 10      10
nand3                  2       2
o31ai                  6       6
mux2                  33      33
dfxtp                 16      16
nor2                  41      41
nand2                  6       6
mux2i                 22      22
a22oi                 16      16
a211oi                10      10
a22o                   8       8
buf                   41      32
and3b                  2       2
nand3b                 4       4
a221o                  2       2
o22ai                  8       8
nand2b                 2       2
clkbuf                35      39
nor3                   2       2
clkinv                 0      10
bufinv                 0       2
o21ai                  6       6
or3b                   2       2
==> routing by layer <==
layer / vias up / part of all wire / global-route usage
met3: 48 / 0.12 / 0.0915
met1: 4223 / 0.38 / 0.238
li1: 3675 / - / -
met2: 354 / 0.48 / 0.282
met4: 0 / 0.020 / 0.0308
met5: - / 0 / 0
Power and IR drop assume default switching activity.
